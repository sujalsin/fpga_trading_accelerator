===== design/flow/config.mk =====
export PLATFORM = sky130hd
export DESIGN_NAME = market_data_parser
export DESIGN_NICKNAME = market_data_parser
export VERILOG_FILES = /design/flow/design.v
export SDC_FILE = /design/flow/constraint.sdc
export NUM_CORES = 4
export LEC_CHECK = 1
export CORE_UTILIZATION = 40

===== design/flow/constraint.sdc =====
current_design market_data_parser

set clk_period 2.7
set clk_io_pct 0.2

create_clock -name clk0 -period $clk_period [get_ports {clk}]

set non_clock_inputs [all_inputs -no_clocks]
set_input_delay [expr $clk_period * $clk_io_pct] -clock clk0 $non_clock_inputs
set_output_delay [expr $clk_period * $clk_io_pct] -clock clk0 [all_outputs]

===== design/flow/design.v =====
`timescale 1ns / 1ps
module market_data_parser #(
    parameter DATA_WIDTH = 64,
    parameter SYMBOL_WIDTH = 32,
    parameter PRICE_WIDTH = 32,
    parameter QUANTITY_WIDTH = 32
)(
    input  logic                    clk,
    input  logic                    rst_n,
    input  logic                    data_valid,
    input  logic [DATA_WIDTH-1:0]   data_in,
    input  logic                    ready_next,
    output logic                    data_ready,
    output logic [SYMBOL_WIDTH-1:0] symbol,
    output logic [PRICE_WIDTH-1:0]  price,
    output logic [QUANTITY_WIDTH-1:0] quantity,
    output logic                    parse_valid,
    output logic [1:0]             msg_type     
);
    typedef enum logic [2:0] {
        IDLE,
        HEADER_PARSE,
        SYMBOL_PARSE,
        PRICE_PARSE,
        QUANTITY_PARSE
    } parse_state_t;
    parse_state_t current_state, next_state;
    logic [DATA_WIDTH-1:0] data_buffer;
    logic [2:0] header_type;
    always_ff @(posedge clk or negedge rst_n) begin
        if (!rst_n) begin
            current_state <= IDLE;
            data_buffer <= '0;
            symbol <= '0;
            price <= '0;
            quantity <= '0;
            parse_valid <= 1'b0;
            msg_type <= 2'b00;
        end else begin
            current_state <= next_state;
            case (current_state)
                IDLE: begin
                    if (data_valid) begin
                        data_buffer <= data_in;
                        parse_valid <= 1'b0;
                    end
                end
                HEADER_PARSE: begin
                    header_type <= data_buffer[2:0];
                    msg_type <= data_buffer[1:0];
                end
                SYMBOL_PARSE: begin
                    symbol <= data_buffer[SYMBOL_WIDTH-1:0];
                end
                PRICE_PARSE: begin
                    price <= data_buffer[PRICE_WIDTH-1:0];
                end
                QUANTITY_PARSE: begin
                    quantity <= data_buffer[QUANTITY_WIDTH-1:0];
                    parse_valid <= 1'b1;
                end
            endcase
        end
    end
    always_comb begin
        next_state = current_state;
        data_ready = 1'b0;
        case (current_state)
            IDLE: begin
                if (data_valid) begin
                    next_state = HEADER_PARSE;
                end
                data_ready = 1'b1;
            end
            HEADER_PARSE: begin
                next_state = SYMBOL_PARSE;
            end
            SYMBOL_PARSE: begin
                next_state = PRICE_PARSE;
            end
            PRICE_PARSE: begin
                next_state = QUANTITY_PARSE;
            end
            QUANTITY_PARSE: begin
                if (ready_next) begin
                    next_state = IDLE;
                end
            end
            default: next_state = IDLE;
        endcase
    end
endmodule

===== design/flow/run.sh =====
#!/bin/bash
# OpenROAD 26Q1-2900-gdf79404cd8, Yosys 0.63+post, stock flow scripts
make -C /OpenROAD-flow-scripts/flow DESIGN_CONFIG=/design/flow/config.mk WORK_HOME=/design/flow/orfs finish

==> results.py <==
# Generated from Yosys and OpenROAD reports
metrics = {
    "pwr": {
        "p_sw_uw": 1850,
        "p_comb_share_pct": 30.7,
        "p_int_uw": 6460,
        "leakage_uw": 0.00322,
        "power.density_nw_per_um2": 1150,
        "pwr-share-seq_pct": 43.8,
        "p_clk_share_pct": 25.4,
        "ir_drop_uv": 477,
        "switching_share_pct": 22.3,
    },
    "cts": {
        "cts_tree": "done",
        "worstSkewPairLatency_ns": 0.41,
        "cts_num_sinks": 136,
        "htreeDepth": 4,
        "clock-root-buffer": "clkbuf_16",
        "clockBufferDepth": 2,
        "postCtsSetupBuffers": 0,
        "cts_hold_buf": 0,
        "cts_made_buffers": 17,
        "cts_resized": 0,
        "path_clk_slew_ns": 0.05,
    },
    "global_routing": {
        "grtUsageMet3_pct": 5.36,
        "antenna_found_initial": 0,
        "grt_pass1_vias": 3009,
        "grt_usage_pct": 17.1,
        "grt_max_degree": 74,
        "use_met1_pct": 26.2,
        "grt_busiest_layer": "met1",
        "grt_pass1_wl_mm": 16.5,
        "grt_util_met2_pct": 25.6,
        "overflow": 0,
    },
    "floorplanning": {
        "die_h_um": 115,
        "die_x_um": 115,
        "core_area_um2": 12600,
        "row_count": 41,
        "initial_core_util_pct": 40.9,
        "io_pins": 168,
        "die_area_um2": 13300,
    },
    "setup_path": {
        "rr_startpoint": "current_state[2]$_DFF_PN0_",
        "required_ns": 2.16,
        "crit_path_max_fanout": 4,
        "crit_chain": "clkdlybuf4s50_1",
        "worstPathArrival_ns": 1.44,
        "startpoint": "current_state[0]$_DFF_PN1_",
        "worstRegToRegCells": 2,
        "r2r_slack_ns": 1.25,
        "cp-start-kind": "register",
        "cp-end-kind": "output port",
        "worstReg2RegEnd": "symbol[4]$_DFFE_PN0P_",
        "crit_family": "flip-flops",
        "cp.buffers_inverters": 1,
        "critPathSlowestCell": "dfstp_2",
        "critical-path-max-stage-delay_ns": 0.56,
        "critical_path_class": "register to output port",
    },
    "synth": {
        "syn_area_um2": 5140,
        "synth_warnings": 1,
        "synth-edff-count": 0,
        "top_area_share_pct": 65.7,
        "yosys-stat-area_um2": 5140,
        "ys_top_cells_by_count": "dfrtp_1, mux2_2, mux2_4",
        "largest_area_cell": "dfrtp_1",
        "ys.flop_type": "dfrtp_1",
        "syn_avg_cell_area_um2": 17.7,
        "ys_types": 17,
        "yosys-top-cells-area": "dfrtp_1, mux2_2, mux2_4, buf_4, buf_6",
        "async_flop_share_pct": 100,
        "synthMostInstantiatedCell": "dfrtp_1",
        "synth_flops": 136,
        "synthCells": 291,
        "ys_cells": 291,
        "ys_seq_share_pct": 66.3,
    },
    "job": {
        "openroad.warnings": 57,
        "maxCapViolCount": 0,
    },
    "sta": {
        "hold_slack_ns": 0.139,
        "hold_viol": 0,
        "fmax_mhz": 505,
        "setup_tns_ns": 0,
        "tightest_slew_ns": 0.660,
        "timing.final.crit_share_pct": 73.4,
        "drv_slew": 0,
        "finalClockSkew_ns": 0.00584,
        "setup_viol_count_final": 0,
        "relSlewSlack_pct": 56.0,
        "fin_crit_ns": 1.98,
        "grt_setup_unrepaired": "no",
    },
    "detailed_routing": {
        "firstDrtPassIters": 4,
        "post_drt_via_cell_ratio": 4.63,
        "wire_per_inst_um": 16.4,
        "dr.first_iter.drc_count": 129,
        "drc": 0,
        "diodes": 0,
        "antenna_left": 0,
        "vias": 2887,
        "drt-total-wl_mm": 10.2,
    },
    "placed_design": {
        "io_buffers": 135,
        "gp_congestion": 0.726,
        "dp_hpwl_mm": 6.80,
        "placed_area_um2": 6690,
    },
    "finish": {
        "area_growth_pct": 40.9,
        "fin_area_um2": 7240,
        "layout-drive-gt1-share_pct": 36.8,
        "fillers": 986,
    },
    "worst_hold_path": {
        "hold_path_class": "input port to async pin",
    },
    "run_status": {
        "status": "finished, final reports clean",
    },
}
## final cells by class
class                      count  area, um2  area share [%]
multi-input combinational    137       1610            22.3
tap                          172        215            2.97
timing repair buffer         144       1450            20.0
inverter                       3       11.3           0.156
clock buffer                  28        507            7.00
clock inverter                 3       40.0           0.553
sequential                   136       3410            47.1
## metal layers
metal,share of wire (%),wire length (um)
met1,44,4470
met2,47,4770
met3,7.8,798
met4,1.9,199
met5,0,0
## through the flow
| stage | power (uW) | cells | util (%) | worst slack [ns] |
|---|---|---|---|---|
| after floorplan | 4440 | 291 | - | 1.45 |
| after global placement | 6210 | 592 | 53.3 | 0.739 |
| after detailed placement | 6270 | 592 | 53.3 | 0.728 |
| after CTS | 8440 | 623 | 57.6 | 0.695 |
| after global routing | 8870 | 623 | 57.6 | 0.672 |
| final | 8320 | 623 | 57.6 | 0.719 |
## cell families (layout without fill, tap and decap cells)
group           count (synthesis)  after routing  synth area share, %
simple gates                    3              3                0.268
flops                         136            136                 66.3
mux                           131            131                 30.8
buf+inv                        18            178                 2.34
compound gates                  3              3                0.341
## power by group through the flow
stage	registers, uW	clock network, uW	logic, uW
4_1_cts	3660	2170	2610
5_1_grt	3790	2270	2800
6_report	3650	2110	2560
## sequential cells by signal, summed over array words and instances, names as in the netlist
signal / cells
msg_type: 2
current_state: 5
symbol: 32
price: 32
quantity: 32
data_buffer: 32
parse_valid: 1
## layout by cell type (no fill, tap or decap), types with 2 or more instances in the layout
cell,count
dfrtp_2,2
inv_1,3
clkdlybuf4s50_1,134
clkbuf_16,17
buf_4,7
mux2_4,29
buf_12,2
clkinv_2,2
mux2_1,2
clkbuf_1,7
mux2_2,99
clkbuf_8,4
dfrtp_1,133
## worst max path at each step
stage	endpoint	slack, ns	cells after the start
4_1_cts	data_ready	0.70	1
5_1_grt	data_ready	0.67	1
6_report	data_ready	0.72	1
Power is estimated from default activity; no workload was simulated.
